$ cat ./run.sh
#!/bin/bash
# OpenROAD 26Q1-2900-gdf79404cd8, Yosys 0.63+post, stock flow scripts
make -C /OpenROAD-flow-scripts/flow DESIGN_CONFIG=/design/flow/config.mk WORK_HOME=/design/flow/orfs finish
$ cat ./config.mk
export PLATFORM = sky130hd
export DESIGN_NAME = fir
export DESIGN_NICKNAME = fir
export VERILOG_FILES = /design/flow/design.v
export SDC_FILE = /design/flow/constraint.sdc
export NUM_CORES = 4
export LEC_CHECK = 1
export CORE_UTILIZATION = 50
$ cat ./constraint.sdc
current_design fir

set clk_period 23.7
set clk_io_pct 0.2

create_clock -name clk0 -period $clk_period [get_ports {clk}]
create_clock -name clk1 -period $clk_period [get_ports {sample_tick}]

set non_clock_inputs [all_inputs -no_clocks]
set_input_delay [expr $clk_period * $clk_io_pct] -clock clk0 $non_clock_inputs
set_output_delay [expr $clk_period * $clk_io_pct] -clock clk0 [all_outputs]
$ cat ./design.v
module fir(
	input 							clk,
	input 							sample_tick,
	input signed					[31:0] 	value_in,
	output reg signed					[31:0] 	value_out
);
reg signed [31:0] coeff_arr [0:48];
reg signed [31:0] sample_arr [0:48];
integer j;
initial begin
    coeff_arr[0] = 46; coeff_arr[1] = 74; coeff_arr[2] = -24; coeff_arr[3] = -71; coeff_arr[4] = 33;
    coeff_arr[5] = 1; coeff_arr[6] = -94; coeff_arr[7] = 40; coeff_arr[8] = 44; coeff_arr[9] = -133;
    coeff_arr[10] = 30; coeff_arr[11] = 114; coeff_arr[12] = -179; coeff_arr[13] = -11; coeff_arr[14] = 223;
    coeff_arr[15] = -225; coeff_arr[16] = -109; coeff_arr[17] = 396; coeff_arr[18] = -263; coeff_arr[19] = -338;
    coeff_arr[20] = 752; coeff_arr[21] = -289; coeff_arr[22] = -1204; coeff_arr[23] = 2879; coeff_arr[24] = 6369;
    coeff_arr[25] = 2879; coeff_arr[26] = -1204; coeff_arr[27] = -289; coeff_arr[28] = 752; coeff_arr[29] = -338;
    coeff_arr[30] = -263; coeff_arr[31] = 396; coeff_arr[32] = -109; coeff_arr[33] = -225; coeff_arr[34] = 223;
    coeff_arr[35] = -11; coeff_arr[36] = -179; coeff_arr[37] = 114; coeff_arr[38] = 30; coeff_arr[39] = -133;
    coeff_arr[40] = 44; coeff_arr[41] = 40; coeff_arr[42] = -94; coeff_arr[43] = 1; coeff_arr[44] = 33;
    coeff_arr[45] = -71; coeff_arr[46] = -24; coeff_arr[47] = 74; coeff_arr[48] = 46;
    for(j = 0; j < 49; j = j + 1) begin
        sample_arr[j] = 0;
    end
end
always @ (posedge clk) begin
    value_out <= sample_arr[0] * coeff_arr[0] +
                 sample_arr[1] * coeff_arr[1] +
                 sample_arr[2] * coeff_arr[2] +
                 sample_arr[3] * coeff_arr[3] +
                 sample_arr[4] * coeff_arr[4] +
                 sample_arr[5] * coeff_arr[5] +
                 sample_arr[6] * coeff_arr[6] +
                 sample_arr[7] * coeff_arr[7] +
                 sample_arr[8] * coeff_arr[8] +
                 sample_arr[9] * coeff_arr[9] +
                 sample_arr[10] * coeff_arr[10] +
                 sample_arr[11] * coeff_arr[11] +
                 sample_arr[12] * coeff_arr[12] +
                 sample_arr[13] * coeff_arr[13] +
                 sample_arr[14] * coeff_arr[14] +
                 sample_arr[15] * coeff_arr[15] +
                 sample_arr[16] * coeff_arr[16] +
                 sample_arr[17] * coeff_arr[17] +
                 sample_arr[18] * coeff_arr[18] +
                 sample_arr[19] * coeff_arr[19] +
                 sample_arr[20] * coeff_arr[20] +
                 sample_arr[21] * coeff_arr[21] +
                 sample_arr[22] * coeff_arr[22] +
                 sample_arr[23] * coeff_arr[23] +
                 sample_arr[24] * coeff_arr[24] +
                 sample_arr[25] * coeff_arr[25] +
                 sample_arr[26] * coeff_arr[26] +
                 sample_arr[27] * coeff_arr[27] +
                 sample_arr[28] * coeff_arr[28] +
                 sample_arr[29] * coeff_arr[29] +
                 sample_arr[30] * coeff_arr[30] +
                 sample_arr[31] * coeff_arr[31] +
                 sample_arr[32] * coeff_arr[32] +
                 sample_arr[33] * coeff_arr[33] +
                 sample_arr[34] * coeff_arr[34] +
                 sample_arr[35] * coeff_arr[35] +
                 sample_arr[36] * coeff_arr[36] +
                 sample_arr[37] * coeff_arr[37] +
                 sample_arr[38] * coeff_arr[38] +
                 sample_arr[39] * coeff_arr[39] +
                 sample_arr[40] * coeff_arr[40] +
                 sample_arr[41] * coeff_arr[41] +
                 sample_arr[42] * coeff_arr[42] +
                 sample_arr[43] * coeff_arr[43] +
                 sample_arr[44] * coeff_arr[44] +
                 sample_arr[45] * coeff_arr[45] +
                 sample_arr[46] * coeff_arr[46] +
                 sample_arr[47] * coeff_arr[47] +
                 sample_arr[48] * coeff_arr[48];
end
integer i;
always @ (posedge sample_tick) begin
    sample_arr[48] <= sample_arr[47];
    sample_arr[47] <= sample_arr[46];
    sample_arr[46] <= sample_arr[45];
    sample_arr[45] <= sample_arr[44];
    sample_arr[44] <= sample_arr[43];
    sample_arr[43] <= sample_arr[42];
    sample_arr[42] <= sample_arr[41];
    sample_arr[41] <= sample_arr[40];
    sample_arr[40] <= sample_arr[39];
    sample_arr[39] <= sample_arr[38];
    sample_arr[38] <= sample_arr[37];
    sample_arr[37] <= sample_arr[36];
    sample_arr[36] <= sample_arr[35];
    sample_arr[35] <= sample_arr[34];
    sample_arr[34] <= sample_arr[33];
    sample_arr[33] <= sample_arr[32];
    sample_arr[32] <= sample_arr[31];
    sample_arr[31] <= sample_arr[30];
    sample_arr[30] <= sample_arr[29];
    sample_arr[29] <= sample_arr[28];
    sample_arr[28] <= sample_arr[27];
    sample_arr[27] <= sample_arr[26];
    sample_arr[26] <= sample_arr[25];
    sample_arr[25] <= sample_arr[24];
    sample_arr[24] <= sample_arr[23];
    sample_arr[23] <= sample_arr[22];
    sample_arr[22] <= sample_arr[21];
    sample_arr[21] <= sample_arr[20];
    sample_arr[20] <= sample_arr[19];
    sample_arr[19] <= sample_arr[18];
    sample_arr[18] <= sample_arr[17];
    sample_arr[17] <= sample_arr[16];
    sample_arr[16] <= sample_arr[15];
    sample_arr[15] <= sample_arr[14];
    sample_arr[14] <= sample_arr[13];
    sample_arr[13] <= sample_arr[12];
    sample_arr[12] <= sample_arr[11];
    sample_arr[11] <= sample_arr[10];
    sample_arr[10] <= sample_arr[9];
    sample_arr[9] <= sample_arr[8];
    sample_arr[8] <= sample_arr[7];
    sample_arr[7] <= sample_arr[6];
    sample_arr[6] <= sample_arr[5];
    sample_arr[5] <= sample_arr[4];
    sample_arr[4] <= sample_arr[3];
    sample_arr[3] <= sample_arr[2];
    sample_arr[2] <= sample_arr[1];
    sample_arr[1] <= sample_arr[0];
    sample_arr[0] <= value_in;
end
endmodule
==> impl_metrics.py <==
# Metrics from the implementation run
metrics = {
    "place": {
        "gp_congestion": 1.06,
        "io_buffers": 64,
        "dp_cells": 41800,
        "placed_area_mm2": 0.379,
        "post-place-ws_ps": 8940,
        "hpwl_mm": 1150,
    },
    "clock_tree": {
        "cts_resized": 0,
        "cts_tree": "yes",
        "cts_post_setup_buffers_inserted": 0,
        "ctsHoldBuffers": 0,
        "clkTransAtPathRegs_ps": 70,
        "numClockSinks": 1597,
    },
    "layout": {
        "logic_area_mm2": 0.285,
        "seqCellArea_mm2": 0.0320,
        "final_cell_area_mm2": 0.388,
        "fin_util_pct": 53.4,
        "drive_above_1_share_pct": 2.05,
        "syn_to_final_growth_pct": 6.51,
        "instances_no_fill": 42500,
        "fillers": 63600,
    },
    "grt": {
        "grt_pass1_wl_mm": 1780,
        "antenna_found_initial": 81,
        "overflow": 0,
        "grt_pass1_vias": 246000,
        "grt_max_degree": 18,
        "grtUsageTotal_pct": 38.3,
    },
    "worst_setup_path": {
        "max_stage_delay_ps": 1140,
        "worst_ep_arrival_time_ps": 15840,
        "crit_path_start_kind": "flip-flop",
        "crit_fanout": 7,
        "cp-end-kind": "flip-flop",
        "crit_required_ps": 23900,
        "r2r-end": "value_out[31]",
        "crit_type": "reg2reg",
        "slowest_stage": "fa_1",
        "r2r_start": "sample_arr[13][4]",
        "reg2reg_depth": 34,
        "crit_end": "value_out[31]",
        "worst-r2r-setup-slack_ps": 8060,
        "worstSetupStartpoint": "sample_arr[13][4]",
        "cp_common_cell": "fa_1",
    },
    "timing": {
        "rsz0062_at_grt": "false",
        "timing.final.max_slew_violations": 0,
        "fin_worst_skew_ps": 69.6,
        "worst_pin_slew_ps": 1370,
        "finalSetupTns_ps": 0,
        "hold_viol": 0,
        "relSlewSlack_pct": 8.06,
        "holdWs_ps": 316,
        "timing.final.ws_setup_ps": 8060,
        "setup_viol": 0,
    },
    "yosys": {
        "ff_type": "dfxtp_1",
        "netlist_instances": 31900,
        "top_area_cell": "fa_1",
        "synth_flops": 1597,
        "synth_top_cell_by_count": "inv_1",
        "ys_cells": 31900,
        "post_synth_num_cell_types": 29,
        "netlist_area_mm2": 0.364,
        "netlist_top_cells_area": "fa_1 52%, ha_1 23%, inv_1 13%",
        "yosysChipArea_mm2": 0.364,
        "synth-edff-count": 0,
        "ys_async_sr_fraction_pct": 0,
        "avgSynthCellArea_um2": 11.4,
        "yosys_warnings": 2,
        "ys_seq_share_pct": 8.78,
        "synthTopCellsByCount": "12800 x inv_1, 9457 x fa_1, 6652 x ha_1",
        "top_cell_area_share_pct": 52.0,
    },
    "die": {
        "core_mm2": 0.726,
        "ioPinCount": 66,
        "initCoreUtil_pct": 50.2,
        "die-area_mm2": 0.732,
        "die-height_um": 856,
        "placementRows": 313,
        "die_w_um": 856,
    },
    "route": {
        "drtAntennaViolNets": 0,
        "vias_per_cell": 4.83,
        "wl_per_cell_um": 28.8,
        "drt_iter0_drc": 7021,
        "drt-pass1-iter-count": 5,
        "vias": 205000,
        "remaining_drc_errors": 0,
        "routed_wl_mm": 1230,
    },
    "status": {
        "status": "finished clean",
    },
    "job": {
        "max_cap_violations": 0,
        "warning_count": 189,
    },
    "min_path": {
        "hp-class": "reg2reg",
    },
}
final cells by class:
| class | instances | area share [%] |
|---|---|---|
| diodes | 271 | 0.175 |
| flip-flops and latches | 1597 | 8.24 |
| repair buffers | 282 | 0.589 |
| clock inverters | 152 | 0.486 |
| multi-input cells | 17500 | 73.3 |
| clock buffers | 302 | 1.74 |
| well taps | 9607 | 3.10 |
| inverters | 12800 | 12.3 |
routing by layer:
layer  wire [µm]  vias to the layer above  part of all wire (%)  GRT usage (%)
li1            -                    91500                     -              -
met1      456000                   106000                    37           53.6
met2      543000                     6333                    44           53.7
met3      165000                     1346                    13           21.6
met4       59700                       64                   4.9           12.8
met5        1360                        -                  0.11           1.26
cells in the final DEF, fill, tap and decap left out, types with 2 or more instances in the layout:
cell type / count
inv_1: 12800
fa_1: 9457
ha_1: 6652
dfxtp_1: 1597
xnor2_1: 1104
diode_2: 271
clkbuf_16: 249
buf_4: 217
xor2_1: 150
clkdlybuf4s50_1: 64
clkinv_2: 32
clkbuf_8: 31
bufinv_16: 29
a21o_1: 28
a21oi_1: 28
clkinv_4: 28
clkinvlp_4: 28
clkbuf_1: 22
inv_6: 22
xnor2_2: 14
nor2_1: 13
o21ai_0: 11
nand2_1: 10
o21bai_1: 7
inv_8: 6
nand4_1: 5
nand3_1: 4
o21a_1: 4
nor2b_1: 4
a211oi_1: 3
o31ai_1: 3
and2_1: 3
clkinv_8: 3
inv_16: 3
nand2b_1: 2
worst min path at each step:
stage / cells after the start / endpoint / from / slack, ps
finish: 0 / sample_arr[6][4] / sample_arr[5][4] / 320
CTS: 0 / sample_arr[6][4] / sample_arr[5][4] / 310
global route: 0 / sample_arr[6][4] / sample_arr[5][4] / 330
kinds of logic after synthesis:
| kind of cell | Yosys count | synth area share (%) |
|---|---|---|
| AOI/OAI and AO/OA | 89 | 0.160 |
| DFF | 1597 | 8.78 |
| and+or+nand+nor | 43 | 0.0577 |
| buffers and inverters | 12800 | 13.1 |
| xor gates and xnor gates | 1269 | 3.05 |
| adders and majority gates | 16100 | 74.8 |
registers in the layout, summed over array words and instances (netlist names):
signal      cells
value_out      32
sample_arr   1565
critical path, delay by kind of cell, from the launching register on:
kind / cells / cell delay [ps]
DFF: 1 / 640
xor gates and xnor gates: 12 / 3680
buffers and inverters: 7 / 860
adders and majority gates: 15 / 9540
